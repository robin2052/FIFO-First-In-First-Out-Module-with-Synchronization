<file path="flow/config.mk">
export PLATFORM = sky130hd
export DESIGN_NAME = FIFO_syn
export DESIGN_NICKNAME = FIFO_syn
export VERILOG_FILES = /design/flow/design.v
export SDC_FILE = /design/flow/constraint.sdc
export NUM_CORES = 4
export LEC_CHECK = 1
export CORE_AREA = 10 10 70 70
export DIE_AREA = 0 0 80 80
</file>
<file path="flow/constraint.sdc">
current_design FIFO_syn

set clk_period 3.4
set clk_io_pct 0.2

create_clock -name clk0 -period $clk_period [get_ports {clk}]

set non_clock_inputs [all_inputs -no_clocks]
set_input_delay [expr $clk_period * $clk_io_pct] -clock clk0 $non_clock_inputs
set_output_delay [expr $clk_period * $clk_io_pct] -clock clk0 [all_outputs]
</file>
<file path="flow/design.v">
module FIFO_syn #(parameter width=8,depth=8)(
input clk,
input reset,
input fifo_wrEn,
input fifo_rdEn,
input [width-1:0] fifo_wrData,
input [width-1:0] fifo_rdData,
output fifo_empty,
output fifo_full,
output [$clog2(depth):0] data_count); 
      reg wrEnint;  
		reg [width-1:0] fifo_wrDatap;
		reg [$clog2(depth):0] bit_counter;
		reg [$clog2(depth)-1:0]wradress;
		reg [$clog2(depth)-1:0]rdadress;
		assign data_count=bit_counter;
	   assign fifo_full= (data_count==depth);
	   assign fifo_empty=(data_count==0);
		assign validfifo_wren=!fifo_full && fifo_wrEn;
	   assign validfifo_rden= !fifo_empty && fifo_rdEn;
		always @(posedge clk) begin  
		if (reset) begin
		wrEnint<=0;
		end
		else if (!fifo_full && fifo_wrEn ) begin
		wrEnint<=1'b1;
		end
		else wrEnint<=0;
       end		
   always @(posedge clk) begin    
	fifo_wrDatap<=fifo_wrData;
	end
	always @(posedge clk) begin
	if (reset) bit_counter<=0;
	else if ( validfifo_wren && !validfifo_rden) bit_counter<=bit_counter+1;
	else if (validfifo_rden && !validfifo_wren)  bit_counter<=bit_counter-1;
	end
	always @(posedge clk ) begin
	if (reset) wradress<=0;
	else if (wrEnint) wradress<=wradress+1;
	end 
	always @(posedge clk ) begin
	if (reset) rdadress<=0;
	else if (validfifo_rden) rdadress<=rdadress+1;
	end
 Ram #( .width(width),.depth(depth)) dut1 (
          .clk(clk),
          .wrEn(wrEnint),           
			 .wrData(fifo_wrDatap),    
			 .rdEn(validfifo_rden),            
			 .wrAdress(wradress),  
			 .rdAdress(rdadress),  
			 .rdData(fifo_rdData));   
endmodule
module Ram #(parameter width=8,depth=16)(
           input clk,
           input wrEn,           
			  input [width-1:0] wrData,    
			  input rdEn,            
			  input [$clog2(depth)-1:0] wrAdress,  
			  input [$clog2(depth)-1:0] rdAdress,  
			  output reg [width-1:0] rdData);   
			  reg [width-1:0] mem [depth-1:0];
always @(posedge clk) begin
if (wrEn) begin
   mem[wrAdress]<= wrData;
end 
if(rdEn) begin
rdData<=mem[rdAdress];
end 
end
endmodule
</file>
<file path="flow/run.sh">
#!/bin/bash
# OpenROAD 26Q1-2900-gdf79404cd8, Yosys 0.63+post, stock flow scripts
make -C /OpenROAD-flow-scripts/flow DESIGN_CONFIG=/design/flow/config.mk WORK_HOME=/design/flow/orfs finish
</file>
==> CHANGELOG.md <==
### Physical design

- Outcome: complete, no violations
- RSZ-0062 raised after global routing: no
- Vias per cell: 2.908
- CTS Hold Buffers Added: 0
- # Cells Yosys: 30
- Hold Path End: bit_counter[2]
- Pre-Repair DR Iteration Count: 4
- Port bufs: 9
- R2r startpoint: bit_counter[0]
- Max cap viols: 0
- Min-Delay Path Depth: 2
- Syn. warnings: 4
- Final GP Congestion: 0.6639
- R2r setup slk: 0.90 ns
- CP arrival: 2.68 ns
- Total CTS buffers: 3
- Die width: 80 um
- Final hold violations: 0
- Most instantiated cells after synthesis: nor2_1 (6), dfxtp_1 (4), ha_1 (3)
- CTS Sinks: 4
- Initial antenna violation count: 0
- Ratio of cells with drive above 1 in the final layout: 9.756%
- Clock Path Buffers: 2
- Max reg flops: 4
- Fin crit period: 2.572 ns
- R2R cell count: 9
- Residual DRC: 0
- Antenna cell count: 0
- Top reg by flops: bit_counter
- Cycle use final: 75.66%
- Number of nets with antenna violations after routing: 0
- Top flop regs: bit_counter x4
- Yosys reg bits: 4
- Metal-1 WL: 249 um
- YS chip area: 282.8 um2
- Die Size: 6400 um2
- Mapped Avg Cell Area: 9.426 um2
- Gr usage total: 2.040%
- Top Metal Used: met3
- Max_slew headroom: 71.53%
- Fmax: 388.7 MHz
- DR WL met3: 64 um
- Required @ worst endpoint: 3.51 ns
- Clk root buf: clkbuf_4
- Clock Skew: 0.002242 ns
- Seq/Total Area, Yosys: 28.32%
- Pwr per Cell Area: 770.1 nW/um2
- Drt total wl: 668 um
- Vias: 253
- Dominant cell area share: 28.32%
- Met2 wire len: 353 um
- Total power: 339.2 uW
- EDFF count, synth: 0
- Final setup fails: 0
- Die Ht: 80 um
- Asr flop ratio synth: 0%
- Row count: 21
- LEAKAGE: 0.1609 nW
- Crit Path Max Fanout: 4
- Grt ovf: 0
- Post-CTS Setup Inserts: 0
- Mapped Area: 282.8 um2
- Synth Instances: 30
- Most frequent cell after synthesis: nor2_1
- First-pass GRT wire length: 1041 um
- Wire per inst: 7.678 um
- CTS H-Tree Depth: 1
- Fin. max-slew vios: 0
- VDD IR max: 0.3793 mV
- Hold_sp: bit_counter[2]
- DRC violation total after the first TritonRoute iteration: 4
- Final core utilization: 12.89%
- Startpoint Class: primary input
- Post-CTS Resized: 0
- I/O pin count: 26
- Commonest flop: dfxtp_1
- Post-DP HPWL: 563.7 um
- Largest area contributor in the netlist: dfxtp_1
- Largest net degree at the start of global routing: 7
- Non-Filler Cell Area, Final: 440.4 um2
- Sum Neg Setup Slack: 0 ns
- CP Class: in2reg
- Final hold slack: 0.5739 ns
- Layout area overhead: 55.75%
- Vias in the first global route: 231
- Tool warning count: 41
- R2R Path End: bit_counter[3]
- Worst Tran Pin Value: 0.4211 ns
- Core Area: 3416 um2
- Register clock-pin slew on the reported worst setup and hold paths: 0.03 ns
- TritonCTS clock tree: built
- Floorplan utilization: 8.278%
- Unique cell types: 18
- Clock Latency Late Sink: 0.23 ns
- Top cells, area: dfxtp_1 (28%), ha_1 (13%), nor2_1 (8.0%)
- DP Area: 417.9 um2
- Worst min path class: reg2reg
- Crit end category: flip-flop
## worst max-delay path by stage
stage,startpoint,end,slack (ns),depth (start not counted)
6_report,fifo_wrEn,bit_counter[3],0.83,9
5_1_grt,fifo_wrEn,bit_counter[3],0.71,9
4_1_cts,fifo_wrEn,bit_counter[3],0.83,9
## routing by layer
layer | global-route usage (%) | vias up
li1 | - | 129
met5 | 0 | -
met4 | 0.7042 | 0
met3 | 1.591 | 0
met2 | 3.291 | 6
met1 | 1.933 | 118
## cells in the final DEF (no fill, tap or decap), drive strengths merged, types with 2 or more instances in the layout
cell type      Yosys  layout
clkdlybuf4s50      0       9
nor2               6       6
dfxtp              4       4
ha                 3       3
clkbuf             0       3
nor2b              2       2
a21oi              2       2
## cells by family (layout without fill, tap and decap cells)
logic type / after synthesis / in the layout / share of synthesized area (%)
compound gates: 4 / 4 / 10.18
xor+xnor: 2 / 2 / 6.196
fa+ha+maj: 4 / 4 / 20.36
buf+inv: 2 / 13 / 5.750
flops: 4 / 4 / 28.32
mux: 2 / 2 / 7.522
simple gates: 12 / 12 / 21.68
## critical path: stages
cell	delay, ns
clkdlybuf4s50_1	0.45
nor2b_1	0.13
ha_1	0.17
inv_1	0.10
ha_1	0.33
a21oi_1	0.23
a211oi_2	0.10
a31oi_1	0.17
mux2_1	0.33
## report_power, final
part / total, mW / internal (mW) / switching, mW
sequential: 0.0887 / 0.0641 / 0.0246
combinational: 0.194 / 0.115 / 0.0793
clock: 0.0565 / 0.0393 / 0.0172
total: 0.339 / 0.218 / 0.121
## area by class of cell
type / count / area (um2)
repair buffers: 9 / 90.09
multi-input cells: 24 / 186.4
flip-flops and latches: 4 / 80.08
clock buffers: 3 / 22.52
fillers: 414 / 2975
well taps: 46 / 57.56
inverters: 1 / 3.754
## per-stage QoR
stage | setup slack (ns) | instances
finish | 0.8276 | 87
global route | 0.7148 | 87
CTS | 0.8252 | 87
global placement | 0.5708 | 84
floorplan | 1.119 | 30
detailed placement | 0.5905 | 84
Power and IR drop assume default switching activity.
